--- design/flow/design.v ---
`timescale 1ns / 1ps
module jenkins(
    input CLOCK,
	input sample,
    input [7:0] value,
    output [31:0] hash,
	output complete
    );
	reg [31:0] work = 0;
	reg [31:0] out = 0;
	reg started = 0;
	reg complete_int = 0;
	wire [31:0] c1 = work + value;
	wire [31:0] c2 = c1 + (c1 << 10);
	wire [31:0] c3 = c2 ^ (c2 >> 6);
	wire [31:0] o1 = work + (work << 3);
	wire [31:0] o2 = o1 ^ (o1 >> 11);
	wire [31:0] o3 = o2 + (o2 << 15);
	always @(posedge CLOCK) begin
		if (sample) begin
			work <= c3;
			started <= 1;
			complete_int <= 0;
		end else if (started && !sample) begin
			started <= 0;
			complete_int <= 1;
		end else if (!started) begin
			complete_int <= 0;
			work <= 0;
			started <= 0;
			complete_int <= 0;
		end
		out <= o3;
	end
	assign hash = out;
	assign complete = complete_int;
endmodule
--- design/flow/run.sh ---
#!/bin/bash
# OpenROAD 26Q1-2900-gdf79404cd8, Yosys 0.63+post, stock flow scripts
make -C /OpenROAD-flow-scripts/flow DESIGN_CONFIG=/design/flow/config.mk WORK_HOME=/design/flow/orfs finish
--- design/flow/config.mk ---
export PLATFORM = sky130hd
export DESIGN_NAME = jenkins
export DESIGN_NICKNAME = jenkins
export VERILOG_FILES = /design/flow/design.v
export SDC_FILE = /design/flow/constraint.sdc
export NUM_CORES = 4
export LEC_CHECK = 1
export CORE_UTILIZATION = 30
--- design/flow/constraint.sdc ---
current_design jenkins

set clk_period 16.3
set clk_io_pct 0.2

create_clock -name clk0 -period $clk_period [get_ports {CLOCK}]

set non_clock_inputs [all_inputs -no_clocks]
set_input_delay [expr $clk_period * $clk_io_pct] -clock clk0 $non_clock_inputs
set_output_delay [expr $clk_period * $clk_io_pct] -clock clk0 [all_outputs]
==> flow_summary.ini <==
; synthesis and place-and-route metrics
[placement]
gp_congestion = 0.932
dp_slack_ns = 7.63
io_buffers = 42
dp.cells = 988
placed_cell_area_um2 = 6870
hpwl_mm = 12.2

[clocking]
post-cts-setup-buffers = 0
cts_made_buffers = 9
cts_tree = done
cts.sinks = 66
path_clk_slew_ns = 0.06
clk-insertion-delay-late_ns = 0.34
cts.htree.levels = 3
cts.repair.resized = 0
holdBufCountCts = 0
cts_root_buf = clkbuf_16
cts_buffer_depth = 2

[global_route]
grt_pass1_wl_mm = 25.6
grt_pass1_vias = 4937
grt_antenna_before_repair = 0
track_usage_pct = 15.5
grt_max_degree = 33
grt-ovfl-total = 0

[setup_path]
rrSetupSlack_ns = 10.57
worstSetupStartpoint = value[0]
worst_setup_path_end_kind = flop
required_ns = 16.40
r2r_cells = 21
rr_endpoint = out[31]$_DFF_P_
criticalPathCategory = in -> reg
arrival_ns = 8.47
reg2reg_from = work[8]$_SDFFCE_PN0P_
cp-start-kind = primary input
crit_fanout = 6

[logic_synthesis]
synth_area_um2 = 6140
ys_area_um2 = 6140
ys.flops = 66
netlist_instances = 689
edf_count = 32
synthArstFlopShare_pct = 0
ys_warn_count = 1
ys.flop_type = dfxtp_1
postSynthSeqShare_pct = 26.7
yosys-stat-cells = 689
netlist-cell-type-count = 67
avgSynthCellArea_um2 = 8.91

[final_timing]
hold_viol_final = 0
finalClockPeriodUsage_pct = 51.3
fin_setup_tns_ns = 0
timing.hold.ws_ns = 0.462
skew_ns = 0.00661
grt_setup_unrepaired = no
post-route-min-period_ns = 8.37
fmax_mhz = 119
setup_viol_count_final = 0
max_slew_margin_pct = 50.6
worst_slew_pin_slew_ns = 0.734
slew_violations = 0
worst_slack_ns = 7.93

[detailed_routing]
routed_wirelength_mm = 15.1
drc = 0
vias_per_cell = 5.01
vias = 5028
first_iter_violations = 297
antenna_cells = 0
wl_per_cell_um = 15.0
first_pass_iters = 5
antenna_left = 0

[floorplan]
initCoreUtil_pct = 31.0
die_w_um = 145
fp.dieH_um = 145
die_area_um2 = 21000
coreArea_um2 = 19800
fp-row-count = 51
io_pins = 43

[hold_path]
whs_endpoint = complete_int$_SDFFE_PP0P_
hp-start = started$_SDFFE_PP1P_
hold_depth = 1
hp-class = reg -> reg

[finish]
stdcell_count = 1004
area_growth_pct = 16.7
drive_gt1_share_pct = 4.47
fillers = 1969
fin_util_pct = 36.2
fin_area_um2 = 7170
layout_top_cells = xnor2_1, nor2_1, ha_1
layout_top_cell = xnor2_1

[run]
cap_violations = 0
warning_count = 25

[run_status]
outcome = completed
## critical path, stage by stage
cell	delay, ns
clkdlybuf4s50_1	0.40
ha_1	0.23
fa_1	0.42
a21o_1	0.18
a21oi_1	0.21
o21bai_1	0.09
a21oi_1	0.22
o21ai_0	0.11
a21oi_1	0.34
nor2_1	0.14
and4_1	0.23
xor2_1	0.25
ha_1	0.35
inv_1	0.17
nor2_1	0.06
o21ai_0	0.21
nand2b_1	0.14
or3_1	0.34
o211ai_1	0.18
a21oi_1	0.12
a31o_2	0.26
xor2_1	0.20
mux2_2	0.35
## state kept, by name (all words and copies together) (netlist names)
name,flops
started,1
complete_int,1
out,32
work,32
## Yosys cell counts, types with 9 or more instances
cell type | instances | area, um^2
a21o_1 | 22 | 165
a21oi_1 | 42 | 210
and2_1 | 12 | 75.1
clkbuf_1 | 9 | 33.8
dfxtp_1 | 34 | 681
edfxtp_1 | 32 | 961
ha_1 | 72 | 901
inv_1 | 29 | 109
nand2_1 | 31 | 116
nand3_1 | 22 | 110
nand4_1 | 10 | 62.6
nor2_1 | 72 | 270
nor3_1 | 18 | 90.1
o21ai_0 | 27 | 135
o21bai_1 | 14 | 105
xnor2_1 | 84 | 736
xor2_1 | 42 | 368
## cell families after synthesis
kind of cell	after synthesis	synth area share, %
and+or+nand+nor	211	16.9
AOI/OAI and AO/OA	161	18.1
xor gates and xnor gates	129	18.9
adders and majority gates	76	16.0
DFF	66	26.7
buffers and inverters	40	2.47
muxes	6	0.998
## per-layer routing
| metal | share of wire (%) | wire length (um) | vias up | track usage, % |
|---|---|---|---|---|
| met5 | 0 | 0 | - | 0 |
| met2 | 45 | 6730 | 127 | 24.4 |
| li1 | - | - | 2602 | - |
| met1 | 47 | 7130 | 2274 | 21.9 |
| met3 | 5.6 | 849 | 25 | 3.53 |
| met4 | 2.6 | 400 | 0 | 3.68 |
## how the worst max path moves through the flow
stage | endpoint | slack (ns)
4_1_cts | work[24]$_SDFFCE_PN0P_ | 7.97
5_1_grt | work[23]$_SDFFCE_PN0P_ | 7.44
6_report | work[24]$_SDFFCE_PN0P_ | 7.93
## final cells by class
type | count | area [um^2] | share of cell area (%)
multi-input combinational | 583 | 4350 | 60.7
tap | 265 | 332 | 4.63
timing repair buffer | 44 | 435 | 6.08
sequential | 66 | 1640 | 22.9
clock buffer | 11 | 264 | 3.68
inverter | 30 | 113 | 1.57
clock inverter | 5 | 33.8 | 0.471
