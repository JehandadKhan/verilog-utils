**run.sh**
```bash
#!/bin/bash
# OpenROAD 26Q1-2900-gdf79404cd8, Yosys 0.63+post, stock flow scripts
make -C /OpenROAD-flow-scripts/flow DESIGN_CONFIG=/design/flow/config.mk WORK_HOME=/design/flow/orfs finish
```
**config.mk**
```make
export PLATFORM = sky130hd
export DESIGN_NAME = bin2bcd_serial
export DESIGN_NICKNAME = bin2bcd_serial
export VERILOG_FILES = /design/flow/design.v
export SDC_FILE = /design/flow/constraint.sdc
export NUM_CORES = 4
export LEC_CHECK = 1
export CORE_UTILIZATION = 30
```
**constraint.sdc**
```tcl
current_design bin2bcd_serial

set clk_period 2.6
set clk_io_pct 0.2

create_clock -name clk0 -period $clk_period [get_ports {clock}]

set non_clock_inputs [all_inputs -no_clocks]
set_input_delay [expr $clk_period * $clk_io_pct] -clock clk0 $non_clock_inputs
set_output_delay [expr $clk_period * $clk_io_pct] -clock clk0 [all_outputs]
```
**design.v**
```verilog
`timescale 1ns / 1ps
module bin2bcd_serial #(
  parameter BINARY_BITS        = 16,  
  parameter BCD_DIGITS         = 5   
  ) (
    input wire clock,
    input wire start,
    input wire [BINARY_BITS-1:0] binary_in,
    output wire [4*BCD_DIGITS-1:0] bcd_out,     
    output wire done                            
  );
  reg [BINARY_BITS-1:0] binary_shift = 0;
  reg [$clog2(BINARY_BITS):0] binary_count = 0;
  assign done = binary_count == 0;
  always @(posedge clock) begin
      if(start) begin
          binary_shift <= binary_in;
          binary_count <= BINARY_BITS;
      end else if (binary_count != 0) begin
          binary_shift <= { binary_shift[BINARY_BITS-2:0], 1'b0 };
          binary_count <= binary_count - 1'b1;
      end
  end
  wire [BCD_DIGITS:0] bcd_carry;
  assign bcd_carry[0] = binary_shift[BINARY_BITS-1];  
  wire clock_enable   = start | ~done;
  genvar j;
  generate
    for (j = 0; j < BCD_DIGITS; j=j+1) begin: DIGITS
      bcd_digit digit (
          .clock(   clock ),
          .init(    start ),
          .mod_in(  bcd_carry[j] ),
          .mod_out( bcd_carry[j+1] ),
          .digit(   bcd_out[4*j +: 4] ),
          .ce( clock_enable )
      );
    end
  endgenerate
endmodule
module bcd_digit (
  input wire clock,
  input wire ce,
  input wire init,
  input wire mod_in,
  output wire mod_out,
  output reg [3:0] digit
  );
  wire fiveOrMore = digit >= 5;
  assign mod_out  = fiveOrMore & ~init;
  always @(posedge clock) begin
    if (ce) begin
      digit[0] <= mod_in;
      digit[1] <= ~init & (~mod_out ? digit[0] : ~digit[0]);
      digit[2] <= ~init & (~mod_out ? digit[1] : digit[1] == digit[0]);
      digit[3] <= ~init & (~mod_out ? digit[2] : digit[0] & digit[3]);
    end
  end
endmodule
```
==> results_dict.tcl <==
# collected from the flow reports
set metrics [dict create \
    root_buffer "clkbuf_8" \
    ys_area_sq_mm 0.002023 \
    dp_hpwl_um 2058 \
    fin_setup_tns_ps 0 \
    gr-usage-all-layers_pct 9.322 \
    async_reset_ff_share_pct 0 \
    io_pins 39 \
    clockBufferDepth 2 \
    cts_hold_buf 0 \
    critPathBufInv 2 \
    p_leak_uw 0.0009875 \
    synthMostInstantiatedCell "edfxtp_1" \
    cts_setup_buffers 0 \
    clkSlewWorstSetupHoldPaths_ps 70 \
    synth_flops 41 \
    ant_nets 0 \
    internal-power_uw 1692 \
    fin_crit_sh_pct 90.13 \
    edf_count 36 \
    fp_util_pct 31.50 \
    setup_viol 0 \
    cp_top_family "buffers and inverters" \
    status "complete, no violations" \
    cts_made_buffers 5 \
    drc 0 \
    fmax_mhz 426.7 \
    ctsResizeCount 0 \
    place_congestion 0.7234 \
    grt_pass1_wl_um 5106 \
    ir_drop_mv 0.4191 \
    synth_cells 158 \
    hold_class "reg -> reg" \
    cts.sinks 41 \
    maxSlewHeadroom_pct 54.70 \
    hp-start "binary_shift[15]" \
    final-hold-violation-count 0 \
    yosys.area.top_type "edfxtp_1" \
    yosys_warnings 2 \
    rows 29 \
    crit_arrival_ps 1820 \
    ys_seq_share_pct 58.38 \
    ys_types 21 \
    grt_max_degree 51 \
    netlist_area_sq_mm 0.002023 \
    drt_iter0_drc 42 \
    synth-main-ff-cell "edfxtp_1" \
    slew_violations 0 \
    min_period_ps 2343 \
    dieArea_sq_mm 0.007076 \
    power_frac_clock_pct 15.8 \
    drive_gt1_share_pct 21.21 \
    crit_chain "inv_1, ha_1, nor4b_4, clkdlybuf4s50_1" \
    r2r_slack_ps 530 \
    cp.depth 4 \
    vias 1229 \
    path_max_fanout 7 \
    slowest_delay_ps 540 \
    post_drt_via_cell_ratio 4.469 \
    core_sq_mm 0.006422 \
    crit_path_end "done" \
    areaGrowthSynthToFinish_pct 26.90 \
    swShare_pct 27.41 \
    die_w_um 84.12 \
    die_h_um 84.12 \
    cp.required_ps 2080 \
    p_sw_uw 639.0 \
    crit_path_start "binary_count[0]" \
    regToRegStartpoint "binary_count[0]" \
    rsz0062_at_grt "false" \
    power_frac_comb_pct 35.1 \
    slowest_stage "clkdlybuf4s50_1" \
    r2r-end "binary_shift[11]" \
    warnings 30 \
    drt_pre_antenna_iters 21 \
    htreeDepth 2 \
    antenna_found_initial 0 \
    p_per_area_mw_per_mm2 908.0 \
    grt-ovfl-total 0 \
    top_cell_area_share_pct 53.43 \
    wl_per_cell_um 11.15 \
    cts_tree "yes" \
    cp-start-kind "flip-flop" \
    tightest_slew_ps 679.5 \
    crit_type "reg -> out" \
    whs_ps 424.2 \
    port_buffers 38 \
    fin_skew_ps 5.045 \
    r2r_cells 5 \
    pwr-share-seq_pct 49.1 \
    worstSetupEndpointType "output port" \
    syn_avg_cell_area_sq_um 12.81 \
    wirelength_um 3066 \
    antenna_cells 0 \
    top_cells_by_count "edfxtp_1, mux2_2, nor2_1" \
    drv_cap 0 \
    ys_cells 158 \
    topCellsByArea "edfxtp_1, mux2_2, ha_1" \
    clkLatencyLatePin_ps 280 \
    first_global_vias 1173 \
]
==> flip-flops by register name (all words and copies together), names as in the netlist <==
register	flops
DIGITS.digit.digit	20
binary_shift	16
binary_count	5
==> how the worst min path moves through the flow <==
| stage | end | slack, ps | cells past startpoint |
|---|---|---|---|
| finish | DIGITS[0].digit.digit[0] | 420 | 0 |
| CTS | DIGITS[0].digit.digit[0] | 420 | 0 |
| global route | DIGITS[0].digit.digit[0] | 430 | 0 |
==> area by class of cell <==
type                            count  area (sq um)
Clock inverter                      1         5.005
Tap cell                           77         96.34
Sequential cell                    41          1181
Multi-Input combinational cell     99         768.2
Inverter                           12         45.04
Fill cell                         595          3855
Timing Repair Buffer               40         402.9
Clock buffer                        5         68.82
==> kinds of logic after synthesis <==
kind of cell	count (synthesis)	share of synthesized area, %
buf+inv	18	3.648
simple gates	48	12.74
xor+xnor	3	1.299
flops	41	58.38
compound gates	12	3.216
fa+ha+maj	11	6.803
mux	25	13.91
==> layout by cell type (no fill, tap or decap), drive strengths merged <==
cell type	instances
a211oi	1
a21o	1
a21oi	10
and2	1
buf	3
clkbuf	5
clkdlybuf4s50	37
clkinv	1
dfxtp	5
edfxtp	36
ha	11
inv	12
mux2	25
nand2	5
nand2b	5
nor2	25
nor2b	1
nor3	3
nor4b	1
or2b	1
or3b	6
xnor2	3
==> power groups by stage <==
| stage | sequential (uW) | combinational (uW) | clock [uW] |
|---|---|---|---|
| finish | 1140 | 818 | 369 |
| CTS | 1150 | 832 | 389 |
| global route | 1180 | 925 | 411 |
==> metrics by stage <==
stage | power [uW] | setup WS, ps | utilization (%) | area (sq um) | std cells
after global routing | 2515 | 128.6 | 39.98 | 2567 | 275
after global placement | 1988 | 565.5 | 38.83 | 2494 | 269
after CTS | 2369 | 242.7 | 39.98 | 2567 | 275
final | 2331 | 256.5 | 39.98 | 2567 | 275
after detailed placement | 1986 | 532.6 | 38.83 | 2494 | 269
after floorplan | 1616 | 441.8 | - | 2023 | 158
==> metal layers <==
metal	part of all wire [%]	track usage [%]
met4	1.6	1.254
met5	0	0
met3	5.7	3.213
met1	47	13.33
met2	46	14.83
Power and IR drop assume default switching activity.
